[/design/flow/design.v]
module pwm_module #(parameter PD_CNT = 8) (
    input clk,
	input rst,
    input [PD_CNT-1:0] duty_cnt,
    output reg pwm
  );
reg pwm_d, pwm_q;
reg [PD_CNT-1:0] ctr_d, ctr_q;
assign pwm = pwm_q;
always @* begin
  ctr_d = ctr_q + 1;
  if(duty_cnt > ctr_q) begin
    pwm_d = 1'b1;
  end else begin
    pwm_d = 1'b0;
  end
end
always @(posedge clk) begin
  if(~rst) begin
    ctr_q <= ctr_d;
  end else begin
    ctr_q <= 1'b0;
  end
  pwm_q <= pwm_d;
end
endmodule
[/design/flow/run.sh]
#!/bin/bash
# OpenROAD 26Q1-2900-gdf79404cd8, Yosys 0.63+post, stock flow scripts
make -C /OpenROAD-flow-scripts/flow DESIGN_CONFIG=/design/flow/config.mk WORK_HOME=/design/flow/orfs finish
[/design/flow/config.mk]
export PLATFORM = sky130hd
export DESIGN_NAME = pwm_module
export DESIGN_NICKNAME = pwm_module
export VERILOG_FILES = /design/flow/design.v
export SDC_FILE = /design/flow/constraint.sdc
export NUM_CORES = 4
export LEC_CHECK = 1
export CORE_AREA = 10 10 70 70
export DIE_AREA = 0 0 80 80
[/design/flow/constraint.sdc]
current_design pwm_module

set clk_period 2.0
set clk_io_pct 0.2

create_clock -name clk0 -period $clk_period [get_ports {clk}]

set non_clock_inputs [all_inputs -no_clocks]
set_input_delay [expr $clk_period * $clk_io_pct] -clock clk0 $non_clock_inputs
set_output_delay [expr $clk_period * $clk_io_pct] -clock clk0 [all_outputs]
==> run summary <==
Fmax: 658 MHz
Syn avg cell area: 9.14 um^2
DR vias: 425
Final ANT Viol Nets: 0
Clk latency late pin: 0.26 ns
Final hold vios: 0
IO Pins: 11
Clock edge transition at the registers on the reported setup and hold paths: 0.06 ns
Yosys warning tally: 2
Grt ovf: 0
Fp_density: 15.8%
# H-tree levels: 1
Clock Skew: 0.00178 ns
Pre-antenna DRT Iters: 4
Core Footprint: 0.00342 mm^2
CTS tree: yes
Num CTS Buffers: 3
CTS max path bufs: 2
# setup viols final: 0
1st-iter DRT viols: 28
WP data arrival: 1.67 ns
VDD IR-drop max: 0.000133 V
Crit Path Category: in2reg
Vias in the first global route: 431
Unrepaired setup endpoints after global routing: no
Leakage: 0.284 nW
First-pass GRT wire length: 1.79 mm
Largest net degree at the start of global routing: 9
# Cells Yosys: 59
Root buffer cell: clkbuf_4
Die span in y: 80 um
Setup TNS: 0 ns
Crit. End Element: register
Post-CTS Resized: 0
Status: complete, no violations
Routed len/inst: 8.67 um
Detailed-route DRC error count: 0
Post-layout min period: 1.52 ns
Setup bufs post-CTS: 0
Yosys stat area: 539 um^2
GPL Wtd Cong: 0.783
Row cnt: 21
PortBufs: 10
Area growth, synth to finish: 33.4%
Die area: 0.00640 mm^2
Area leader, netlist: dfxtp_1
Total clock sinks: 9
Crit path launch type: input pin
WP data required: 2.15 ns
Min-delay worst type: reg2reg
All-Layer GR Usage: 3.42%
Synth area leaders: dfxtp_1, ha_1, xnor2_1
Mapped Cells: 59
Initial antenna violation count: 0
Area after DPL: 693 um^2
Cts hold-fix bufs: 0
Area leader share: 33.4%
Fin area: 719 um^2
Drt via density: 3.60
Fin util: 21.1%
Power Dens Cells: 540 mW/mm^2
DP HPWL: 840 um
Ys flops: 9
Tool warnings: 25
Layout cell share with drive strength beyond 1: 6.94%
Slew @ Worst Pin: 0.281 ns
Filler Cell Count: 379
Antenna Diode Count: 0
Register share after synthesis: 33.4%
Max-cap check violation count: 0
Max FO, Critical Path: 2
Final period util: 76.0%
Rel. slew slack: 81.2%
Final Max Slew Viols: 0
Die width: 80 um
Synth cell types: 21
Cell Area, Synth: 539 um^2
Routed Wire Length: 1.02 mm
Yosys cell counts:
cell type and count:
and2_1 1, nand4_1 1, ha_1 9, nor2_1 8, o21ai_0 1, nor4b_4 1, xnor2_1 6, a21oi_1 1
and3_1 2, nand2_1 1, and4_1 1, inv_4 1, a21boi_1 1, dfxtp_1 9, nand3_1 3, nor2b_1 2
o31a_1 1, inv_1 7, o21ai_1 1, a211oi_1 1, clkbuf_1 1
flip-flops by register name (all words and copies together) (netlist names):
signal / cells
pwm_q: 1
ctr_q: 8
final cells by class:
class | instances | area [um^2] | area share (%)
multi-input cells | 41 | 323 | 44.9
flip-flops and latches | 9 | 180 | 25.0
repair buffers | 10 | 100 | 13.9
well taps | 46 | 57.6 | 8.00
inverters | 8 | 32.5 | 4.52
clock buffers | 4 | 26.3 | 3.65
critical path, cell delays in order:
cell	delay, ns
clkdlybuf4s50_1	0.42
ha_1	0.31
nor2b_1	0.13
o21ai_1	0.12
a21boi_1	0.07
o31a_1	0.23
worst paths after layout:
kind	startpoint	endpoint	slack, ns	cells past startpoint
hold reg to reg	ctr_q[0]	ctr_q[0]	0.49	1
hold / removal	ctr_q[0]	ctr_q[0]	0.49	1
setup / recovery	duty_cnt[1]	pwm_q	0.48	6
setup reg to reg	ctr_q[2]	pwm_q	0.60	6
kinds of logic (layout without fill, tap and decap cells):
| family | Yosys count | in the layout | share of synthesized area (%) |
|---|---|---|---|
| and+or+nand+nor | 20 | 20 | 22.0 |
| adders and majority gates | 9 | 9 | 20.9 |
| DFF | 9 | 9 | 33.4 |
| buffers and inverters | 9 | 22 | 6.73 |
| AOI/OAI and AO/OA | 6 | 6 | 7.19 |
| xor gates and xnor gates | 6 | 6 | 9.74 |
layer usage:
metal / up-vias / part of all wire (%) / routed length, um / track usage, %
met5: - / 0 / 0 / 0
met4: 0 / 1.2 / 12 / 0.880
met3: 2 / 6.3 / 64 / 1.59
met2: 5 / 44 / 455 / 5.22
met1: 194 / 48 / 490 / 4.25
li1: 224 / - / - / -
stage by stage:
step	hold WS [ns]	total power [mW]	cells	worst slack, ns
2_1_floorplan	0.440	0.225	59	0.678
3_3_place_gp	0.472	0.254	114	0.205
3_5_place_dp	0.480	0.255	114	0.198
4_1_cts	0.502	0.395	118	0.472
5_1_grt	0.522	0.418	118	0.404
6_report	0.493	0.389	118	0.480
layout by cell type, fill, tap and decap left out:
cell type	instances
nand4_1	1
a211oi_1	1
nor4b_4	1
dfxtp_1	9
clkdlybuf4s50_1	10
o21ai_1	1
o21ai_0	1
ha_1	9
and3_1	2
and2_1	1
clkbuf_4	3
xnor2_1	6
nand2_1	1
clkbuf_1	1
o31a_1	1
inv_1	7
a21oi_1	1
and4_1	1
a21boi_1	1
nor2_1	8
inv_4	1
nand3_1	3
nor2b_1	2
power breakdown:
part           switching, mW  internal (mW)
logic                 0.0202         0.0358
registers            0.00748          0.186
clock network         0.0622         0.0768
total                 0.0899          0.299
Power is estimated from default activity; no workload was simulated.
