==> design/flow/design.v <==
module cu_top (
    input clk,
    input rst_n,
    output reg [7:0] led,
    input usb_rx,
    output reg usb_tx
  );
  parameter DIRECTION = 0;
  parameter MSB = 5'h16;
  reg [MSB:0] counter = 0;
  reg [7:0] data = 8'hfc;
  assign led = data;
  always @(posedge clk) begin
    counter <= counter + 1;
    if(counter == 0) begin
      if(DIRECTION == 0) begin
        data <= (data << 1);
        data[0] <= data[7];
      end else begin
        data <= (data >> 1);
        data[7] <= data[0];
      end
    end
  end
endmodule
==> design/flow/run.sh <==
#!/bin/bash
# OpenROAD 26Q1-2900-gdf79404cd8, Yosys 0.63+post, stock flow scripts
make -C /OpenROAD-flow-scripts/flow DESIGN_CONFIG=/design/flow/config.mk WORK_HOME=/design/flow/orfs finish
==> design/flow/config.mk <==
export PLATFORM = sky130hd
export DESIGN_NAME = cu_top
export DESIGN_NICKNAME = cu_top
export VERILOG_FILES = /design/flow/design.v
export SDC_FILE = /design/flow/constraint.sdc
export NUM_CORES = 4
export LEC_CHECK = 1
export CORE_AREA = 10 10 92 92
export DIE_AREA = 0 0 102 102
==> design/flow/constraint.sdc <==
current_design cu_top

set clk_period 5.4
set clk_io_pct 0.2

create_clock -name clk0 -period $clk_period [get_ports {clk}]

set non_clock_inputs [all_inputs -no_clocks]
set_input_delay [expr $clk_period * $clk_io_pct] -clock clk0 $non_clock_inputs
set_output_delay [expr $clk_period * $clk_io_pct] -clock clk0 [all_outputs]
==> impl_metrics.py <==
# Physical implementation metrics
metrics = {
    "clocking": {
        "ctsResizeCount": 0,
        "cts.sink_count": 31,
        "path_clk_slew_ns": 0.06,
        "cts_setup_buffers": 0,
        "numCtsBuffers": 5,
        "ctsHoldBuffers": 0,
        "cts_tree": "done",
        "root_buffer": "clkbuf_8",
        "htree_num_levels": 2,
        "clock_tree.buffer_depth": 2,
        "insertion_delay_ns": 0.28,
    },
    "timing": {
        "fin_ws_ns": 3.20,
        "finalSetupTns_ns": 0,
        "fin_skew_ns": 0.00292,
        "clock.fmax_ghz": 0.456,
        "fin_crit_ns": 2.20,
        "rsz0062_at_grt": "false",
        "setup_viol": 0,
        "final_max_slew_viol_count": 0,
        "hold_viol_final": 0,
        "period_used_pct": 40.6,
    },
    "die": {
        "boundaryPins": 12,
        "core-area_um2": 6460,
        "die-area_um2": 10400,
        "die_w_um": 102,
        "fp_util_pct": 19.0,
        "rows": 29,
        "die_h_um": 102,
    },
    "synth": {
        "ys_types": 24,
        "ys_seq_share_pct": 57.0,
        "ys.flops": 31,
        "area_leaders": "dfxtp_1 37%, edfxtp_1 20%, xnor2_1 8.6%",
        "yosys_warnings": 3,
        "yosys_area_um2": 1230,
        "ys_cells": 105,
        "syn_inst": 105,
        "top_area_cell": "dfxtp_1",
        "syn_area_per_cell_um2": 11.7,
        "synth_top_area_share_pct": 37.5,
        "netlist_area_um2": 1230,
    },
    "min_path": {
        "hold_path_class": "flop to flop",
    },
    "worst_setup_path": {
        "worst_setup_path_start_kind": "flop",
        "cpPeakStageDelay_ns": 0.49,
        "cp-end-kind": "output port",
        "cp_max_fo": 2,
        "crit_arrival_ns": 1.12,
        "cp_data_required_time_ns": 4.32,
        "cp_slowest_cell": "clkdlybuf4s50_1",
        "path_delay_family": "buffers and inverters",
        "cp_num_buf_inv": 1,
        "crit_type": "flop to output port",
        "rrSetupSlack_ns": 3.67,
        "crit_chain": "clkdlybuf4s50_1",
    },
    "drt": {
        "antenna_left": 0,
        "drt-vias-per-instance": 3.90,
        "drc": 0,
        "vias": 772,
        "insertedDiodeCount": 0,
        "drt_wl_total_um": 2050,
        "wire_per_inst_um": 10.3,
        "drtPass1Iterations": 4,
        "dr.first_iter.drc_count": 36,
    },
    "layout": {
        "finalNonFillerCells": 198,
        "fillerInstances": 677,
        "drive_gt1_share_pct": 9.92,
        "syn_to_final_growth_pct": 20.9,
        "design_area_um2": 1490,
    },
    "pwr": {
        "pwr_density_cell_nw_per_um2": 271,
        "p_leak_nw": 0.546,
        "ir_drop_uv": 78.3,
    },
    "placement": {
        "dpl_cell_area_um2": 1410,
        "port-buffer-count": 8,
        "place_inst": 190,
        "dp_slack_ns": 3.51,
        "place.gp.congestion": 0.761,
        "dp_hpwl_um": 1430,
    },
    "flow_run": {
        "cap_violations": 0,
        "warnings": 28,
    },
    "global_route": {
        "grt_antenna_before_repair": 0,
        "grt_max_degree": 10,
        "grt.total_usage_pct": 4.05,
        "grt_overflow": 0,
        "grt_pass1_wl_um": 3360,
        "grt_pass1_vias": 724,
    },
    "run_status": {
        "outcome": "finished clean",
    },
}
==> sequential cells by signal, summed over array words and instances (netlist names) <==
name / count
data: 8
counter: 23
==> final cells by class <==
| cell class | instances | area (µm²) | share of cell area [%] |
|---|---|---|---|
| Clock buffer | 6 | 72.6 | 4.89 |
| Inverter | 2 | 7.51 | 0.505 |
| Sequential cell | 31 | 701 | 47.2 |
| Tap cell | 77 | 96.3 | 6.49 |
| Timing Repair Buffer | 9 | 87.6 | 5.90 |
| Multi-Input combinational cell | 71 | 513 | 34.5 |
| Clock inverter | 2 | 7.51 | 0.505 |
==> logic make-up after synthesis <==
group / count (synthesis) / synth area share [%]
XOR/XNOR: 21 / 15.0
AND/OR/NAND/NOR: 47 / 24.4
flip-flops: 31 / 57.0
other: 1 / 0.305
adder cells (fa/ha/maj): 2 / 2.04
buffers and inverters: 3 / 1.22
==> worst paths after layout <==
path	startpoint	endpoint	cells after the start
setup / recovery	data[1]	led[1]	1
hold / removal	data[7]	data[0]	0
setup reg to reg	counter[0]	data[5]	6
hold reg to reg	data[7]	data[0]	0
==> where the power goes <==
group | internal (mW) | switching (mW) | leakage (nW)
Sequential | 0.237 | 0 | 0.278
Combinational | 0 | 0.0000316 | 0.228
Clock | 0.0875 | 0.0774 | 0.0403
==> metal layers <==
layer	up-vias	global-route usage (%)	wire (µm)
li1	404	-	-
met1	345	6.06	1060
met2	19	5.09	752
met3	4	1.98	192
met4	0	0.868	39
met5	-	0	0
==> synth_stat cells <==
cell type and number:
xnor2_1 12, edfxtp_1 8, ha_1 2, and4_1 2
nor4b_1 1, nand4_1 4, and3_1 3, inv_1 2
dfxtp_1 23, nand2_1 8, nor3_2 1, nor2_1 2
nor4b_2 1, and4_4 1, nand4_2 1, xor2_1 9
nand3_1 12, or4_1 1, nor4_1 7, conb_1 1
nor3_1 1, nand2_2 1, nor4_4 1, buf_4 1
==> per-stage QoR <==
stage / power [mW] / hold WS (ns) / utilization [%]
floorplan: 0.242 / 0.400 / -
global placement: 0.242 / 0.441 / 21.8
detailed placement: 0.242 / 0.431 / 21.8
CTS: 0.407 / 0.454 / 23.0
global route: 0.421 / 0.460 / 23.0
finish: 0.402 / 0.450 / 23.0
==> placed cells by master, fill, tap and decap left out, drive strengths merged <==
master,netlist,layout
and3,3,3
and4,3,3
buf,1,1
clkbuf,0,6
clkdlybuf4s50,0,8
clkinv,0,2
conb,1,1
dfxtp,23,23
edfxtp,8,8
ha,2,2
inv,2,2
nand2,9,9
nand3,12,12
nand4,5,5
nor2,2,2
nor3,2,2
nor4,8,8
nor4b,2,2
or4,1,1
xnor2,12,12
xor2,9,9
Power and IR drop assume default switching activity.
